File: design/flow/config.mk
export PLATFORM = sky130hd
export DESIGN_NAME = randomLED
export DESIGN_NICKNAME = randomLED
export VERILOG_FILES = /design/flow/design.v
export SDC_FILE = /design/flow/constraint.sdc
export NUM_CORES = 4
export LEC_CHECK = 1
export CORE_UTILIZATION = 40
File: design/flow/constraint.sdc
current_design randomLED

set clk_period 7.6
set clk_io_pct 0.2

create_clock -name clk0 -period $clk_period [get_ports {clk_100mhz}]

set non_clock_inputs [all_inputs -no_clocks]
set_input_delay [expr $clk_period * $clk_io_pct] -clock clk0 $non_clock_inputs
set_output_delay [expr $clk_period * $clk_io_pct] -clock clk0 [all_outputs]
File: design/flow/design.v
`timescale 1ns / 1ps
module randomLED(
	input clk_100mhz,
	input module_trigger,
	input calScore_clear,
	output [7:0] module_output
    );
	 integer module_clk = 0;
	 integer selected_led = 0;
	 parameter delay_time = 15000000;
	 reg[7:0] led_outs = 8'b00000000;
	always@(posedge clk_100mhz)
		begin
			module_clk = module_clk + 1;
			if (module_clk > delay_time)
				begin
					if (module_trigger)
						begin
							selected_led = module_clk % 8;
							led_outs[selected_led] = 1'b1;
							module_clk = 0;
						end
				end
			if (calScore_clear == 1)
			begin
				led_outs = 8'b00000000;
			end
		end
	assign module_output = led_outs;
endmodule
File: design/flow/run.sh
#!/bin/bash
# OpenROAD 26Q1-2900-gdf79404cd8, Yosys 0.63+post, stock flow scripts
make -C /OpenROAD-flow-scripts/flow DESIGN_CONFIG=/design/flow/config.mk WORK_HOME=/design/flow/orfs finish
==> Changelog: implementation <==
## Flow update

* Tcrit/Tclk final at 52.0%
* Setup bufs post-CTS at 0
* CTS tree: done
* DIE HEIGHT at 78.3 um
* Fin crit period at 3.95 ns
* Area Growth Syn to Fin at 9.23%
* Clk latency of the worst-skew pair at 0.29 ns
* Share of post-route cells with drive strength above 1 at 7.14%
* Reg-to-Reg End: led_outs[2]
* RSZ-0062 raised after global routing: false
* Clock buffer depth at 2
* Part of the power in the clock network at 27.0%
* Total tool warning count at 26
* Worst Hold Class: reg -> reg
* Cell count of the worst reg-to-reg path at 16
* Initial DRT Pass Iterations at 4
* Initial Util at 41.8%
* TritonCTS Sinks at 40
* Hold depth at 1
* Vias/cell at 5.20
* Netlist cell types at 55
* Required time worst endpoint at 7.83 ns
* Number of buffers created by CTS at 5
* LEAKAGE at 0.964 nW
* Dominant cell area share at 34.4%
* Cell Area, Synth at 2330 um2
* Pwr/cell area at 247 nW/um2
* Cell count after synthesis at 273
* WHS Endpoint: led_outs[5]
* Congestion Overflow GR at 0
* Synth Seq Share at 34.4%
* Residual DRC count at 0
* Max-Cap Viols at 0
* Sequential power share at 42.5%
* R2r setup slk at 3.65 ns
* Post-CTS sizing at 0
* Startpoint types: flop
* Yosys synthesis chip area at 2330 um2
* # placed instances at 344
* Max-slew violations at 0
* Root Driver: clkbuf_8
* Fillcell total at 566
* Yosys warnings at 1
* Sw Share at 34.3%
* Ys cells at 273
* Number of I/O port buffers at 10
* Vias at 1829
* Met3 Wirelength at 105 um
* Diode count at 0
* Rel. slew slack at 58.0%
* Hold path startpoint: led_outs[5]
* Total core area at 5570 um2
* Reg clk slew, reported paths at 0.08 ns
* Status: finished, final reports clean
* WL per Instance at 13.0 um
* Setup tns final at 0 ns
* Worst-Margin Slew at 0.626 ns
* GP Congestion at 0.840
* Number of synthesized flops with an enable pin at 0
* Maximum fanout along the worst path at 7
* Initial antenna violation count at 0
* Antenna Violating Nets Remaining at 0
* Largest net degree at the start of global routing at 37
* Logic gate share of total power at 30.5%
* DRT Wirelength at 4.56 mm
* Global Route Usage Sum at 16.8%
* Clk_skew at 0.00782 ns
* Met1 wire length at 2.53 mm
* Chip Area at 6140 um2
* Max VDD drop at 165 uV
* WP data arrival at 4.18 ns
* Die W at 78.3 um
* Crit Reg-Reg Startpoint: module_clk[13]
* Final setup viols at 0
* # H-tree levels at 2
* Vias in the first global route at 1760
* Crit end category: flop
* Site Rows at 27
* Cts hold-fix bufs at 0
* Ys flops at 40
* Kind of critical path: reg -> reg
* Global-route wire length before repair at 8.20 mm
* Top cells by area: dfxtp_1, nor2_1, xor2_1
* I/O Pins at 11
* Max Fclk at 0.253 GHz
* Pint at 414 uW
* Max layer used: met4
* Post-synth top area cell: dfxtp_1
* Routed wl met2 at 1.90 mm
* Final Hold Vio Count at 0
* Synth async-reset ratio at 0%
* Main flop type: dfxtp_1
* 1st-iter DRT viols at 106
* Sw Pwr at 216 uW
* Synthesized area per cell at 8.54 um2
* Post-DP HPWL at 3.16 mm
* Fin cells at 352
[cells in the final DEF, fill, tap and decap left out, types with 3 or more instances in the layout]
| cell type | instances |
|---|---|
| nand4_1 | 6 |
| inv_1 | 8 |
| or3_1 | 3 |
| ha_1 | 7 |
| clkbuf_8 | 5 |
| a22o_1 | 3 |
| nand2_1 | 20 |
| dfxtp_1 | 40 |
| nand3_1 | 17 |
| o22ai_1 | 3 |
| nor3_1 | 10 |
| and3_1 | 10 |
| nor3b_1 | 3 |
| nor4_1 | 4 |
| a32o_1 | 5 |
| xor2_1 | 16 |
| xnor2_1 | 15 |
| a21oi_1 | 3 |
| clkdlybuf4s50_1 | 10 |
| nor2_1 | 44 |
[per-layer routing]
metal  vias up  GRT usage, %
met2        15          25.7
met5         -             0
met4         0          1.48
li1        984             -
met1       828          26.6
met3         2          2.36
[state kept, by name, indices dropped and copies added, names as in the netlist]
| signal | flops |
|---|---|
| module_clk | 32 |
| led_outs | 8 |
[per-stage QoR]
stage | cell area (um2) | power, mW | utilization [%] | hold slack [ns] | setup WS, ns
finish | 2550 | 0.630 | 45.7 | 0.468 | 3.65
global placement | 2440 | 0.462 | 43.7 | 0.449 | 3.80
floorplan | 2330 | 0.422 | - | 0.419 | 4.09
detailed placement | 2440 | 0.463 | 43.7 | 0.458 | 3.70
global route | 2550 | 0.679 | 45.7 | 0.495 | 3.27
CTS | 2550 | 0.638 | 45.7 | 0.473 | 3.67
[area by class of cell]
class	count	area [um2]	area share, %
Clock buffer	6	72.6	2.85
Clock inverter	2	35.0	1.38
Inverter	8	30.0	1.18
Multi-Input combinational cell	212	1400	55.1
Sequential cell	40	801	31.4
Tap cell	72	90.1	3.54
Timing Repair Buffer	12	115	4.52
[synthesized netlist by cell type, types with 4 or more instances]
cell / count
xnor2_1: 15
inv_1: 8
and3_1: 10
nand3_1: 17
nand2_1: 20
nor3_1: 10
nor4_1: 4
nand4_1: 6
dfxtp_1: 40
nor2_1: 44
xor2_1: 16
a32o_1: 5
ha_1: 7
[worst max-delay path: stages (launching register included)]
cell and delay [ns]:
dfxtp_1 0.47, nand3_2 0.16, or4_1 0.65, nor3_2 0.36, nand3_1 0.15, xor2_1 0.17, or2_2 0.33, inv_1 0.09
nor2_1 0.06, ha_1 0.31, nor4b_1 0.25, nand3_1 0.11, o31ai_1 0.07, nand3b_1 0.12, nor3_1 0.27, and3_1 0.21
a22o_1 0.11
[kinds of logic (layout without fill, tap and decap cells)]
group                      Yosys count  count (layout)  synth area share, %
adders and majority gates            7               7                 3.76
and+or+nand+nor                    142             142                 33.7
AOI/OAI and AO/OA                   32              32                 11.1
xor gates and xnor gates            31              31                 11.6
DFF                                 40              40                 34.4
buffers and inverters               21              28                 5.47
[worst max-delay path by stage]
stage                   from          end  depth (start not counted)
finish        module_clk[13]  led_outs[2]                         16
CTS           module_clk[13]  led_outs[2]                         16
global route  module_clk[13]  led_outs[2]                         17
[power by group through the flow]
stage     clock, mW  combinational, mW  sequential, mW
4_1_cts       0.178              0.193           0.268
5_1_grt       0.186              0.219           0.274
6_report      0.170              0.192           0.268
Power figures rest on the tool's default switching activity, not on a simulated workload.
