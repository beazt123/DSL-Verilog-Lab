===== flow/constraint.sdc =====
current_design sevenSegCounter

set clk_period 1.0
set clk_io_pct 0.2

create_clock -name clk0 -period $clk_period

set non_clock_inputs [all_inputs -no_clocks]
set_input_delay [expr $clk_period * $clk_io_pct] -clock clk0 $non_clock_inputs
set_output_delay [expr $clk_period * $clk_io_pct] -clock clk0 [all_outputs]

===== flow/design.v =====
`timescale 1ns / 1ps
module sevenSegCounter(
    input [3:0] switch,
    output [7:0] seg,   
    output [3:0] dig    
    );
   assign dig = 4'b1110;  			 
   assign seg[7] = 1'b1;
	wire Y0, Y1, Y2, Y3, Y4, Y5, D1, D2, D3, D4, C1, E1, E2, E3;
	and A1(Y0, ~switch[0], ~switch[2]);
	and A2(Y1, switch[0], switch[2]);
	or O1(Y2, switch[3], switch[1], Y0, Y1);
   not n1(seg[0], Y2);
	and A3(Y3, ~switch[1], ~switch[0]);
	and A4(Y4, switch[1], switch[0]);
	or O2(Y5, ~switch[2], Y4, Y3);
	not n2 (seg[1], Y5);
	or c1(C1, switch[3], switch[2],~switch[1], switch[0]);
	not C0(seg[2],C1);
	and d1(D1, switch[1], ~switch[0]);
	and d2(D2, ~switch[2], ~switch[0]);
	and d3(D3, ~switch[2], switch[1]);
	and d4(D4, switch[2], ~switch[1] , switch[0]);
	or d5(D5, switch[3], D1, D2, D3, D4);
	not d0(seg[3], D5);
	and e1(E1, switch[1], ~switch[0]);
	and e2(E2, ~switch[2], ~switch[1], ~switch[0]);
	or e3(E3, E1, E2);
	not e0(seg[4], E3);
	and f1(F1, ~switch[1], ~switch[0]);
	and f2(F2, switch[2], ~switch[0]);
	and f3(F3, switch[2], ~switch[1]);
	or f4(F4, switch[3], F1, F2, F3);
	not f0(seg[5], F4);
	and g1(G1, switch[2], ~switch[1]);
	and g2(G2, switch[2], ~switch[0]);
	and g3(G3, ~switch[3], ~switch[2], switch[1]);
	or g4(G4, switch[3], G1, G2, G3);
	not g0(seg[6], G4);
endmodule

===== flow/config.mk =====
export PLATFORM = sky130hd
export DESIGN_NAME = sevenSegCounter
export DESIGN_NICKNAME = sevenSegCounter
export VERILOG_FILES = /design/flow/design.v
export SDC_FILE = /design/flow/constraint.sdc
export NUM_CORES = 4
export LEC_CHECK = 1
export CORE_AREA = 10 10 70 70
export DIE_AREA = 0 0 80 80

===== flow/run.sh =====
#!/bin/bash
# OpenROAD 26Q1-2900-gdf79404cd8, Yosys 0.63+post, stock flow scripts
make -C /OpenROAD-flow-scripts/flow DESIGN_CONFIG=/design/flow/config.mk WORK_HOME=/design/flow/orfs finish

==> out/qor.yml <==
slew_viol_final: 0
layout.area.comb_sq_um: 143.9
irDropWorstVdd_mv: 0.03216
drt-total-wl_um: 566
finalCritPeriodShare_pct: 104.6
firstDrtPassIters: 3
first_element_of_the_critical_path: "switch[1]"
final-setup-viol-count: 2
hold_path_class: "input port to output port"
cp_cell_sequence: "buf_8 -> nand2b_4 -> or2_0 -> a21oi_1 -> buf_2"
finalWorstSetupSlack_ns: -0.04574
final.clkbuf_count: 0
post_dp_cell_area_sq_um: 332.8
synth.area.top_cells: "buf_4 25%, a21oi_1 9.9%, nand2b_4 9.1%"
grt_setup_unrepaired: "true"
slowest_delay_ns: 0.19
worstHoldStart: "switch[3]"
max_freq_mhz: 956.3
grt_pass1_vias: 193
timing.hold.worst_path_depth: 3
worst-setup-path-type: "input port to output port"
timing.final.crit_period_ns: 1.046
io_pins: 16
hold-path-endpoint: "seg[2]"
syn_avg_cell_area_sq_um: 6.308
critical_path.n_buffers_inverters: 2
die_h_um: 80
critical_path_arrival_ns: 0.85
post-route-drc-count: 0
sequential_cell_total: 0
grt_start_max_net_pins: 6
cp_data_required_time_ns: 0.80
failed_checks: "setup timing"
grt_use_total_pct: 1.570
worst_path_dominant_cell_family: "simple AND/OR/NAND/NOR gates"
openroad.warnings: 34
globalRouteOverflowTotal: 0
synthDistinctLibCells: 14
finish.instance_area_sq_um: 355.3
drive_gt1_share_pct: 58.97
floorplan.die_area_sq_um: 6400
drt_iter0_markers: 1
die_width_um: 80
hpwlAfterDp_um: 462.3
cell_area_after_synthesis_sq_um: 151.4
drv_cap: 0
placement.setup.worst_slack_ns: -0.8592
ys_cells: 24
worst-path-max-fanout: 3
initial_antenna_violation_count: 0
antenna-diode-count: 0
cp_slowest_cell: "or2_0"
setup_tns_ns: -0.04785
setup.worst_path.start_class: "input port"
num-fill-cells: 412
yosys_stat_area_sq_um: 151.4
num_vias: 194
floorplan.core_area_sq_um: 3416
area_growth_pct: 134.7
yosys.stat.seqShare_pct: 0
core_util_floorplan_pct: 4.432
yosysTopAreaCellShare_pct: 24.79
synthCells: 24
run_status: "finished with violations"
viasPerCell: 2.282
whs_ns: 0.6626
route.antenna.remaining_nets: 0
detail_route.wl_per_cell_um: 6.659
wire_length_of_the_first_global_routing_pass_um: 890
count_of_endpoints_failing_hold_in_the_final_timing_report: 0
ff_latch_area_sq_um: 0
globalplace.congestion: 0.6275
cellLeakagePower_nw: 0.1589
placementRows: 21
synthDominantAreaCellType: "buf_4"
synth.yosys.warnings: 9
endpoint_kind_of_the_worst_setup_timing_path: "output port"
worst-path-stages: 5
power_per_cell_area_nw_per_um2: 318.0
buffer_ports.inserted: 11
## metal layers
metal | up-vias | global-route usage, % | wire, um
met5 | - | 0 | 0
met4 | 0 | 0 | 0
met3 | 0 | 0.7955 | 98
met2 | 11 | 2.648 | 252
met1 | 87 | 1.846 | 216
li1 | 96 | - | -
## worst max-delay path by stage
stage	end	slack, ns
6_report	seg[3]	-0.05
5_1_grt	seg[3]	-0.08
4_1_cts	seg[3]	-0.06
## logic make-up (layout without fill, tap and decap cells)
group | count (synthesis) | after routing | synth area share, %
other cells | 2 | 5 | 4.961
buf+inv | 6 | 18 | 28.10
xor+xnor | 2 | 2 | 11.57
simple gates | 11 | 11 | 45.46
compound gates | 3 | 3 | 9.914
## tightest hold or removal path, stage by stage
cell and delay (ns):
buf_2 0.13, nor3_2 0.04, clkbuf_2 0.08
## Yosys cell counts, drive strengths merged
master,n
nand2b,3
and2,1
nor3,2
or2,2
xor2,1
a21oi,3
xnor2,1
nand3,2
nand2,1
conb,2
buf,6
## metrics by stage
step | power, mW | util [%] | cells
after floorplan | 0.04274 | - | 27
after global placement | 0.1068 | 9.744 | 84
after detailed placement | 0.1064 | 9.744 | 84
after CTS | 0.1072 | 10.07 | 85
after global routing | 0.1274 | 10.40 | 85
final | 0.1130 | 10.40 | 85
## timing repair
item                                    CTS  global route
endpoints found under the setup margin    7             6
hold buffers                              0             0
gates cloned                              0             0
gates resized                            44             8
setup buffers                             1             0
endpoints found under the hold margin     0             0
pin swaps                                 5             6
## power by group
group	switching, mW	internal [mW]	total, mW
sequential	0	0	0
combinational	0.0412	0.0718	0.113
clock	0	0	0
total	0.0412	0.0718	0.113
## layout make-up
| cell class | instances | share of cell area, % |
|---|---|---|
| timing repair buffer | 18 | 43.31 |
| multi-input combinational | 21 | 40.49 |
| tap | 46 | 16.20 |
## cell usage in the layout, fill, tap and decap left out
cell type        netlist  layout
xnor2_1                1       1
buf_2                  1       6
a21oi_1                3       2
nand2_2                0       1
and2_1                 1       1
buf_6                  0       7
buf_8                  0       1
clkbuf_2               0       1
conb_1                 2       5
nand2b_1               2       1
xor2_1                 1       1
nor3_2                 0       2
nand2b_4               1       2
buf_4                  5       2
nand3_1                2       2
or2_0                  1       1
a21oi_2                0       1
or2_1                  1       1
clkdlybuf4s15_1        0       1
No activity file was given, so power comes from the tool's default toggle rates.
