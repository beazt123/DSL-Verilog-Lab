<file path="design.v">
`timescale 1ns / 1ps
module movementOfLED(
		input clk_100mhz,
		input btn_left,
		input btn_right,
		output[7:0] module_output
    );
	 integer module_clk = 0;
	 parameter delay_time = 23000000;
	 reg[7:0] led_outs = 8'b00000001;
	 always@ (posedge clk_100mhz)
		 begin
			if (module_clk > delay_time)
				begin
					if (btn_left)
						begin
							module_clk = 0;
							case (led_outs)
								8'b00000001: led_outs <= 8'b00000010;
								8'b00000010: led_outs <= 8'b00000100;
								8'b00000100: led_outs <= 8'b00001000;
								8'b00001000: led_outs <= 8'b00010000;
								8'b00010000: led_outs <= 8'b00100000;
								8'b00100000: led_outs <= 8'b01000000;
								8'b01000000: led_outs <= 8'b10000000;
								8'b10000000: led_outs <= 8'b00000001;
							endcase
						end
					if (btn_right)
						begin
							module_clk = 0;
							case (led_outs)
								8'b00000100: led_outs <= 8'b00000010;
								8'b00001000: led_outs <= 8'b00000100;
								8'b00010000: led_outs <= 8'b00001000;
								8'b00100000: led_outs <= 8'b00010000;
								8'b01000000: led_outs <= 8'b00100000;
								8'b10000000: led_outs <= 8'b01000000;
								8'b00000001: led_outs <= 8'b10000000;
								8'b00000010: led_outs <= 8'b00000001;
							endcase
						end
				end
			else
				module_clk = module_clk + 1;
		 end  
	assign module_output = led_outs;
endmodule
</file>
<file path="config.mk">
export PLATFORM = sky130hd
export DESIGN_NAME = movementOfLED
export DESIGN_NICKNAME = movementOfLED
export VERILOG_FILES = /design/flow/design.v
export SDC_FILE = /design/flow/constraint.sdc
export NUM_CORES = 4
export LEC_CHECK = 1
export CORE_UTILIZATION = 50
</file>
<file path="constraint.sdc">
current_design movementOfLED

set clk_period 4.0
set clk_io_pct 0.2

create_clock -name clk0 -period $clk_period [get_ports {clk_100mhz}]

set non_clock_inputs [all_inputs -no_clocks]
set_input_delay [expr $clk_period * $clk_io_pct] -clock clk0 $non_clock_inputs
set_output_delay [expr $clk_period * $clk_io_pct] -clock clk0 [all_outputs]
</file>
<file path="run.sh">
#!/bin/bash
# OpenROAD 26Q1-2900-gdf79404cd8, Yosys 0.63+post, stock flow scripts
make -C /OpenROAD-flow-scripts/flow DESIGN_CONFIG=/design/flow/config.mk WORK_HOME=/design/flow/orfs finish
</file>
==> job_summary.md <==
### Metrics collected by this job

| Metric | Value |
|---|---|
| Status | complete, no violations |
| Reg-to-Reg End | module_clk[1] |
| Switching Fraction | 18.8% |
| Chip area | 5510 µm² |
| Total GRT Usage | 20.1% |
| CORE AREA | 4880 µm² |
| Slew Viols, Final | 0 |
| Drt initial violations | 151 |
| Wire per inst | around 15 µm |
| Worst Path Arrival | about 2.4 ns |
| Hold buffers post-CTS | 0 |
| Crit start category | flop |
| Ant diodes | 0 |
| Dominant register cell | edfxtp_1 |
| Avg Cell Area, Syn | roughly 11 µm² |
| Yosys warning count | 1 |
| Global route overflow | 0 |
| CP Class | flop to flop |
| RSZ-0062 raised after global routing | false |
| CP Capture Type | flop |
| Yosys stat chip area | 2610 µm² |
| Port Buffers | 10 |
| Synth Seq Share | around 46% |
| Skew final | 0.00744 ns |
| Pin count of the biggest net entering global routing | 40 |
| Num CTS Buffers | 5 |
| Max Cap Viol | 0 |
| Synth top cell by count | edfxtp_1 |
| Critical Path Sink | module_clk[1] |
| Die Y-Extent | 74.3 µm |
| Slowest cell on crit path | buf_4 |
| EDFF count, synth | 40 |
| P_sw | between 100 and 150 µW |
| Fin cells | 321 |
| Highest cell delay on the worst timing path | about 0.55 ns |
| Die width | around 74 µm |
| Final setup viols | 0 |
| Power share of the clock group | between 40% and 50% |
| Cells along the critical path | nor4b_4, and3_1, a31oi_2, a211oi_4, buf_4, nor2b_1 |
| Gate Count Post-Synth | 243 |
| Synth Register Bits | 40 |
| R2r startpoint | module_clk[16] |
| Comb power frac | 1.0% |
| Tcrit/Tclk final | roughly three fifths |
| Leak pwr | between 0.001 and 0.0015 µW |
| First-pass GRT wire length | 8130 µm |
| Setup Fix Bufs, Post-CTS | 0 |
| Post-synthesis cell area | 2610 µm² |
| Fin crit period | 2.42 ns |
| Initial antenna violation count | 0 |
| Yosys cell count | roughly 240 |
| # rows | 25 |
| Initial DRT Pass Iterations | 4 |
| H-tree depth | 2 |
| Tool warnings | 26 |
| Worst slew pin tran | 0.825 ns |
| Dominant cell type by area after synthesis | edfxtp_1 |
| Antenna-violating nets left | 0 |
| Synth cell types | about 46 |
| Skew-Pair Late Insertion Delay | 0.29 ns |
| Clock Path Buffers | 2 |
| TNS Setup | 0 ns |
| Top cells by area | edfxtp_1 46%, nor2_2 6.7%, xor2_1 6.4% |
| Total routed wirelength | 4970 µm |
| Post-synthesis async set-or-reset flop share | 0% |
| Crit path buf inv count | 1 |
| HPWL after DPL | 3340 µm |
| Clock Sinks | roughly 40 |
| Commonest cells post-synth | 40 x edfxtp_1, 28 x nor2_2, 19 x xor2_1 |
| Vias | 1,879 |
| Ports | 11 |
| Placed insts | approximately 310 |
| Number of global-route vias before repair | 1,678 |
| Top-area cell share | a little under half |
| CP Launch Point | module_clk[16] |
| Post-CTS resize count | 0 |
| CTS tree | yes |
| Ratio of cells with drive above 1 in the final layout | between 20 and 25% |
| Cell family with most CP delay | simple AND/OR/NAND/NOR gates |
| Worst reg-to-reg setup slack | 1.58 ns |
| Syn-to-layout area delta | 9.35% |
| Pwr per Cell Area | around 280 nW/µm² |
| Relative slew slack | 44.5% |
| CTS root buf | clkbuf_8 |
| Pre-placement core utilization | 53.5% |
| Via density | 5.85 |
| Max Freq | 413 MHz |
| CP Depth | 6 |
| Clk slew on worst S/H paths | 0.08 ns |
| Cell count of the worst reg-to-reg path | 6 |
| Sequential Power Share | 57.2% |
| Gp weighted congestion | 0.944 |
| DRC viols | 0 |
| Worst vdd ir | 196 µV |
| Endpoints failing hold | 0 |
| Worst hold path type | flop to flop |
| Req. time, crit path | 4.02 ns |
| Cell Int Power | ~640 µW |
| Crit Path Max Fanout | 39 |
power groups by stage:
stage	clock [µW]	combinational, µW	sequential (µW)
finish	332	7.56	453
global route	356	8.30	453
CTS	342	7.38	453
final cells by class:
class / instances / area, µm²
clock buffers: 5 / 68.8
flip-flops and latches: 40 / 1200
well taps: 67 / 83.8
fillers: 416 / 2030
inverters: 11 / 41.3
multi-input cells: 184 / 1310
repair buffers: 11 / 108
clock inverters: 3 / 46.3
per-layer routing:
metal	up-vias	wire length (µm)	track usage [%]
met1	887	2390	34.1
met5	-	0	0
met2	58	2270	30.0
li1	922	-	-
met3	12	228	3.43
met4	0	79	2.10
cell families (layout without fill, tap and decap cells):
kind of cell               after synthesis  in the layout  synth area share, %
DFF                                     40             40                 46.0
adders and majority gates                2              2                0.959
AOI/OAI and AO/OA                       21             21                 7.38
xor gates and xnor gates                28             28                 9.40
and+or+nand+nor                        133            133                 32.3
buffers and inverters                   19             30                 3.98
layout by cell type (no fill, tap or decap), drive strengths merged, types with 3 or more instances in the layout:
master | netlist | layout
nor2 | 41 | 41
edfxtp | 40 | 40
xor2 | 19 | 19
nand2 | 19 | 19
nand3 | 17 | 17
nand4 | 17 | 17
inv | 11 | 12
clkdlybuf4s50 | 0 | 10
xnor2 | 9 | 9
nor4 | 9 | 9
and3 | 7 | 7
nor3 | 7 | 7
o221ai | 6 | 6
clkbuf | 3 | 5
and4 | 4 | 4
o21ai | 4 | 4
nor4b | 4 | 4
a21oi | 3 | 3
worst reg2reg max path: cells and delay by family (launching register included):
family	cells	cell delay, ns
flip-flops	1	0.54
AND-OR/OR-AND	2	0.42
buffers and inverters	1	0.55
AND/OR/NAND/NOR	3	0.65
how the worst min path moves through the flow:
stage	from	endpoint	slack, ns	depth (start not counted)
4_1_cts	module_clk[20]	module_clk[20]	0.63	2
6_report	module_clk[20]	module_clk[20]	0.62	2
5_1_grt	module_clk[15]	module_clk[15]	0.65	2
per-stage QoR:
| stage | cell area (µm²) | utilization [%] | power, µW | hold WS, ns | setup WS (ns) |
|---|---|---|---|---|---|
| 2_1_floorplan | 2610 | - | 467 | 0.572 | 1.63 |
| 3_3_place_gp | 2740 | 56.1 | 470 | 0.593 | 1.45 |
| 3_5_place_dp | 2740 | 56.1 | 470 | 0.600 | 1.40 |
| 4_1_cts | 2850 | 58.5 | 803 | 0.625 | 1.55 |
| 5_1_grt | 2850 | 58.5 | 818 | 0.651 | 1.41 |
| 6_report | 2850 | 58.5 | 793 | 0.622 | 1.58 |
flip-flops by register name, summed over array words and instances (netlist names):
| signal | cells |
|---|---|
| led_outs | 8 |
| module_clk | 32 |
Power and IR drop assume default switching activity.
